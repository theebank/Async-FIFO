[flow/config.mk]
export PLATFORM = sky130hd
export DESIGN_NAME = rptrEmpty
export DESIGN_NICKNAME = rptrEmpty
export VERILOG_FILES = /design/flow/design.v
export SDC_FILE = /design/flow/constraint.sdc
export NUM_CORES = 4
export LEC_CHECK = 1
export CORE_AREA = 10 10 70 70
export DIE_AREA = 0 0 80 80
[flow/constraint.sdc]
current_design rptrEmpty

set clk_period 2.8
set clk_io_pct 0.2

create_clock -name clk0 -period $clk_period [get_ports {rclk}]

set non_clock_inputs [all_inputs -no_clocks]
set_input_delay [expr $clk_period * $clk_io_pct] -clock clk0 $non_clock_inputs
set_output_delay [expr $clk_period * $clk_io_pct] -clock clk0 [all_outputs]
[flow/design.v]
module rptrEmpty #(
    parameter ADDRSIZE = 4
) (
    output reg rempty,
    output reg  [ADDRSIZE:0]    rptr,
    output      [ADDRSIZE-1:0]  raddr,
    input       [ADDRSIZE:0]    rq2_wptr,
    input                       rout, rclk, rrst_n
);
    reg [ADDRSIZE:0]    rbin;
    wire [ADDRSIZE:0]    rgnext, rbnext;
    always @(posedge rclk or negedge rrst_n) begin
        if(!rrst_n) begin
            {rbin,rptr} <= 0;
        end else begin
            {rbin,rptr} <= {rbnext, rgnext};
        end
    end
    assign rbnext = rbin +(rout&~rempty);
    assign rgnext = (rbnext>>1) ^ rbnext;
    assign raddr = rbin[ADDRSIZE-1:0];
    assign rempty_flag = (rgnext==rq2_wptr);
    always @(posedge rclk or negedge rrst_n) begin
        if(!rrst_n) begin
            rempty <= 1'b1;
        end else begin
            rempty <= rempty_flag;
        end
    end
endmodule
[flow/run.sh]
#!/bin/bash
# OpenROAD 26Q1-2900-gdf79404cd8, Yosys 0.63+post, stock flow scripts
make -C /OpenROAD-flow-scripts/flow DESIGN_CONFIG=/design/flow/config.mk WORK_HOME=/design/flow/orfs finish
==> results.cfg <==
; synthesis and place-and-route metrics
[status]
status = completed

[routing]
ant_nets = 0
routedWlPerCell_um = 10.0
vias = 370
drcViolationCount = 0
vias_per_cell = 3.36
routed_wl_um = 1100
drt_first_iter_violations = 1
drt-pass1-iter-count = 4
antenna_cells = 0

[place]
gp_congestion = 0.748
pre_cts_slack_ns = 0.303
dpl.hpwl_um = 950
io_buffers = 17
place_area_sq_um = 768

[hold_path]
hold_path.class = reg -> reg
holdPathStages = 1

[floorplan]
chipArea_sq_um = 6400
fp-utilization_pct = 16.3
core_sq_um = 3420
row_count = 21
io_pins = 18
die_y_um = 80
dieWidth_um = 80

[logic_synthesis]
yosys_cells = 45
synthArstFlopShare_pct = 100
ys_ff = 10
top_area_share_pct = 40.4
synth-edff-count = 0
synth.most_common_cell = dfrtp_1
yosysWarnings = 2
yosys_area_sq_um = 557
common_cells = dfrtp_1, xnor2_1, xor2_1
syn_inst = 45
synth.area.top_cells = dfrtp_1, xnor2_1, xnor3_1, xor2_1, dfstp_2
avgSynthCellArea_sq_um = 12.4
synth_area_leader_cell = dfrtp_1
syn_area_sq_um = 557
yosys_most_used_dff = dfrtp_1
post_synth_num_cell_types = 21
ys_seq_share_pct = 45.2

[clock_tree]
numCtsBuffers = 3
ctsHoldBuffers = 0
post_cts.repair.setup_buffers = 0
clock_latency_ns = 0.26
cts-resized-gates = 0
root_buffer = clkbuf_4
cts_max_level = 1
cts.clk_slew.worst_paths_ns = 0.06
clk_path_buf_depth = 2
cts_num_sinks = 10
cts_tree = done

[grt]
grt_max_degree = 11
antenna_found_initial = 0
grt_overflow_total = 0
grt.total_usage_pct = 3.72
grt_pass1_vias = 369
grt_pass1_wl_um = 1800

[timing]
fmax_mhz = 454
slew_headroom_pct = 69.1
worst_slack_ns = 0.595
setup_violations = 0
rsz0062_at_grt = no
min_period_ns = 2.20
hold-worst-slack_ns = 0.577
finalCritPeriodShare_pct = 78.7
finalSetupTns_ns = 0
hold_viol_final = 0
tightest_slew_ns = 0.462
finalClockSkew_ns = 0.00319
slew_viol_final = 0

[setup_path]
critical_path_class = in -> reg
ff2ff_path_depth = 7
start_kind = primary input
crit_path_end_kind = register
crit_required_ns = 3.00
worstPathMaxFanout = 5
cp.arrival_ns = 2.41

[final_layout]
drive_gt1_share_pct = 14.1
post-route-util_pct = 23.6
stdcell_area_sq_um = 805
area_growth_pct = 44.5

[flow_run]
cap_viol_max_count = 0
warnings = 25

[power]
p_per_area_nw_per_um2 = 1150
ir_drop_v = 0.000248
power.leakage_nw = 0.336
==> final cells by class <==
class | count | area, sq um
clock buffer | 4 | 36.3
fill | 379 | 2610
inverter | 2 | 7.51
multi-input combinational | 31 | 282
sequential | 10 | 251
tap | 46 | 57.6
timing repair buffer | 17 | 170
==> sequential cells by signal, indices dropped and copies added, names as in the netlist <==
register  count
rptr          5
rbin          4
rempty        1
==> routing by layer <==
metal	share of wire, %	GRT usage (%)	up-vias
met5	0	0	-
met3	20	3.86	2
met2	39	4.98	15
li1	-	-	186
met4	0.73	0.176	0
met1	41	4.24	167
==> final timing paths <==
path | start | end | slack, ns
setup / recovery | rout | rempty | 0.60
hold / removal | rbin[3] | rbin[3] | 0.58
setup reg to reg | rempty | rempty | 0.89
hold reg to reg | rbin[3] | rbin[3] | 0.58
max in group asynchronous | rrst_n | rempty | 1.85
min in group asynchronous | rrst_n | rptr[3] | 0.61
==> layout by cell type (no fill, tap or decap) <==
cell             netlist  layout
a21oi_2                1       1
clkdlybuf4s50_1        0      17
nand3_1                3       3
dfrtp_1                9       9
o211ai_2               1       1
xnor3_1                2       2
a21o_1                 1       1
inv_1                  2       2
clkbuf_4               0       3
clkbuf_8               0       1
nand2b_1               1       1
a21boi_2               1       1
a2bb2oi_1              1       1
ha_1                   2       2
nand2_1                2       2
and3_1                 1       1
dfstp_2                1       1
xnor2_1                7       7
and2_1                 1       1
xor2_1                 5       5
nor2b_1                1       1
nor3_2                 1       1
==> stage by stage <==
| step | instances | power, W |
|---|---|---|
| CTS | 110 | 0.000949 |
| floorplan | 45 | 0.000621 |
| finish | 110 | 0.000926 |
| global route | 110 | 0.00102 |
| global placement | 106 | 0.000808 |
| detailed placement | 106 | 0.000817 |
==> cells by family (layout without fill, tap and decap cells) <==
logic type                 after synthesis  in the layout  share of synthesized area [%]
xor gates and xnor gates                14             14                           27.0
DFF                                     10             10                           45.2
and+or+nand+nor                         10             10                           10.3
adders and majority gates                2              2                           4.49
AOI/OAI and AO/OA                        5              5                           8.76
buffers and inverters                    4             23                           4.27
==> critical path, stage by stage <==
cell and delay [ns]:
clkdlybuf4s50_1 0.44, nor2b_1 0.13, ha_1 0.21, ha_1 0.29
xnor3_1 0.37, nor3_2 0.18, o211ai_2 0.11, a21oi_2 0.11
==> power by group <==
group          switching, W  internal [W]
sequential        0.0000668      0.000225
combinational      0.000189      0.000319
clock             0.0000479     0.0000789
Power and IR drop assume default switching activity.
