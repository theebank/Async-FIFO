==> design.v <==
module wptrFull #(
    parameter ADDRSIZE = 4
) (
    output reg                  wfull,
    output reg  [ADDRSIZE:0]    wptr,
    output      [ADDRSIZE-1:0]  waddr,
    input       [ADDRSIZE:0]      wq2_rptr,
    input                       win,wclk,wrst_n
);
    reg [ADDRSIZE:0]    wbin;
    wire[ADDRSIZE:0]    wgnext,wbnext;
    always @(posedge wclk or negedge wrst_n) begin
        if(!wrst_n) begin
            {wbin,wptr} <= 0;
        end else begin
            {wbin,wptr} <= {wbnext,wgnext};
        end
    end
    assign wbnext = wbin + (win & ~wfull);
    assign wgnext = (wbnext<<1) ^ wbnext;
    assign waddr = wbin[ADDRSIZE-1:0];
    assign wfull_flag = ((wgnext[ADDRSIZE]!=wq2_rptr[ADDRSIZE])&&
                         (wgnext[ADDRSIZE-1]!= wq2_rptr[ADDRSIZE-1])&&
                         (wgnext[ADDRSIZE-2:0]==wq2_rptr[ADDRSIZE-2:0]));
    always @(posedge wclk or negedge wrst_n) begin
        if(!wrst_n) begin
            wfull <= 1'b0;
        end else begin
            wfull <= wfull_flag;
        end   
    end
endmodule
==> run.sh <==
#!/bin/bash
# OpenROAD 26Q1-2900-gdf79404cd8, Yosys 0.63+post, stock flow scripts
make -C /OpenROAD-flow-scripts/flow DESIGN_CONFIG=/design/flow/config.mk WORK_HOME=/design/flow/orfs finish
==> config.mk <==
export PLATFORM = sky130hd
export DESIGN_NAME = wptrFull
export DESIGN_NICKNAME = wptrFull
export VERILOG_FILES = /design/flow/design.v
export SDC_FILE = /design/flow/constraint.sdc
export NUM_CORES = 4
export LEC_CHECK = 1
export CORE_AREA = 10 10 70 70
export DIE_AREA = 0 0 80 80
==> constraint.sdc <==
current_design wptrFull

set clk_period 1.9
set clk_io_pct 0.2

create_clock -name clk0 -period $clk_period [get_ports {wclk}]

set non_clock_inputs [all_inputs -no_clocks]
set_input_delay [expr $clk_period * $clk_io_pct] -clock clk0 $non_clock_inputs
set_output_delay [expr $clk_period * $clk_io_pct] -clock clk0 [all_outputs]
==> run_results.csv <==
group,metric,value,unit
power,p_sw,501,uW
placed_design,gp_congestion,0.769,
floorplan,fp_util,17.1,%
clocking,post_cts_buffers,0,
floorplan,fp.dieW,80,um
detailed_routing,antenna_left,0,
detailed_routing,via_count,422,
power,cellLeakagePower,0.388,nW
run,warning_count,25,
placed_design,portBuffers,17,
synth,synth_flops,10,
synth,top_cell,"dfrtp_1",
synth,synth_seq_share,42.8,%
synth,yosys-stat-area,584,um2
grt,grt_pass1_vias,433,
synth,synth_cells,50,
synth,yosysWarningCount,2,
clocking,clockBufferDepth,2,
setup_path,path_common_cell,"ha_4",
floorplan,die-area,6400,um2
grt,grt_pass1_wl,2.03,mm
setup_path,path_class,"primary input to flip-flop",
setup_path,worst-path-buf-inv,1,
synth,area_leaders,"dfrtp_1 43%, buf_4 6.4%, xnor2_1 6.0%",
setup_path,crit_slowest_cell,"clkdlybuf4s50_1",
power,switching_share,32.5,%
final_timing,fin_crit,1.86,ns
placed_design,post-dp-hpwl,1.03,mm
synth,ys.flop_type,"dfrtp_1",
outcome,status,"finished clean",
synth,synthArstFlopShare,100,%
detailed_routing,wl_met2,576,um
power,seqPwrFrac,29.3,%
final_timing,relSlewSlack,71.4,%
detailed_routing,wl_per_cell,10.8,um
setup_path,worstPathArrival,2.04,ns
grt,antenna_found_initial,0,
detailed_routing,routed_via_density,3.55,
setup_path,r2r_cells,7,
detailed_routing,wl_met1,583,um
setup_path,crit_cells,8,
final_timing,finalSetupTns,0,ns
setup_path,reg2reg_to,"wfull",
clocking,cts-htree-levels,1,
synth,syn-cell-area,584,um2
setup_path,crit_family,"simple AND/OR/NAND/NOR gates",
synth,synth_top_area_share,42.8,%
setup_path,crit-reg2reg-launch,"wfull",
setup_path,critPathCaptureType,"flip-flop",
floorplan,io_pins,18,
detailed_routing,route.met3.wl,127,um
grt,grtUsageTotal,4.00,%
floorplan,die_h,80,um
synth,synth.distinct_cells,23,
synth,syn_area_per_cell,11.7,um2
final_timing,finClkSkew,0.00510,ns
power,peakVddDrop,0.000506,V
clocking,clkTransAtPathRegs,0.06,ns
floorplan,fp-row-count,21,
clocking,cts-hold-fix-buffers,0,
final_timing,max_freq,0.538,GHz
finish,drive_gt1_share,30.1,%
clocking,cts_tree,"done",
detailed_routing,diodes,0,
run,drv_cap,0,
grt,grt_overflow,0,
synth,top_area_cell,"dfrtp_1",
clocking,clock_sinks,10,
setup_path,worstPathRequired,2.08,ns
power,p_int,1.04,mW
final_timing,finalHoldViolCount,0,
setup_path,critPathMaxFanout,4,
setup_path,r2r_slack,0.22,ns
setup_path,path_cells,"clkdlybuf4s50_1 -> nor2b_4 -> ha_4 -> ha_4 -> nand2b_4 -> a21oi_2 -> o32a_1 -> nor3_2",
finish,area_growth_syn_to_layout,58.5,%
synth,common_cells,"10 x dfrtp_1, 5 x buf_4, 5 x nor2b_1",
final_timing,setup_viol,0,
power,p_per_area,1670,nW/um2
finish,finish.utilization,27.1,%
detailed_routing,routed_wl,1.29,mm
detailed_routing,top_layer_used,"met3",
synth,edf_count,0,
detailed_routing,drtIter0Drc,8,
finish,fillers,373,
detailed_routing,dr.pass1.iters,4,
power,power_frac_comb,58.9,%
grt,grt_max_degree,11,
final_timing,tightestPinTransition,0.427,ns
clocking,clk_latency,0.26,ns
detailed_routing,drc,0,
clocking,cts_root_buffer,"clkbuf_4",
synth,yosys_cells,50,
setup_path,crit_path_start_kind,"primary input",
setup_path,cp_slowest_stage_delay,0.46,ns
final_timing,drv_slew,0,
floorplan,core_area,3420,um2
power,power,1.54,mW
power,pwr-share-clk,11.8,%
clocking,cts_buffers,3,
final_timing,finalClockPeriodUsage,97.7,%
worst_hold_path,hold_path.class,"primary input to asynchronous set/reset pin",
## worst max-delay path by stage
stage | startpoint | endpoint
4_1_cts | win | wfull
6_report | win | wfull
5_1_grt | win | wfull
## cell usage in the layout (no fill, tap or decap), drive strengths merged, types with 2 or more instances in the layout
cell	Yosys	layout
clkdlybuf4s50	0	17
dfrtp	10	10
buf	5	7
nor2b	5	5
xor2	4	4
xnor2	4	4
clkbuf	0	4
nand3	3	3
ha	2	2
nor3	2	2
## logic make-up (layout without fill, tap and decap cells)
logic type	Yosys count	count (layout)	synth area share, %
compound gates	7	7	10.1
fa+ha+maj	2	2	4.28
flops	10	10	42.8
simple gates	16	16	16.3
xor+xnor	10	10	20.1
buf+inv	5	28	6.42
## stage by stage
step / hold WS, ns / instance area, um2 / std cells / setup slack (ns)
finish: 0.424 / 926 / 119 / 0.0429
global route: 0.450 / 926 / 119 / -0.0196
CTS: 0.437 / 902 / 119 / 0.0311
detailed placement: 0.557 / 827 / 115 / -0.437
global placement: 0.550 / 827 / 115 / -0.401
floorplan: 0.0844 / 584 / 50 / 0.0766
## sequential cells by signal, summed over array words and instances, names as in the netlist
register and cells:
wbin 5, wfull 1, wptr 4
## final cells by class
class,instances,area (um2),area share (%)
clock buffers,4,36.3,3.92
multi-input cells,35,359,38.8
flip-flops and latches,10,250,27.0
well taps,46,57.6,6.22
repair buffers,24,223,24.1
## timing repair
item,in CTS,in global routing
endpoints found under the setup margin,1,2
resized,8,5
pin swaps,5,1
## routing by layer
metal	track usage, %	vias to the layer above
li1	-	220
met1	4.94	188
met2	5.94	14
met3	2.61	0
met4	0.352	0
met5	0	-
## power by group through the flow
stage | clock network (mW) | logic (mW) | registers (mW)
after CTS | 0.188 | 0.883 | 0.446
after global routing | 0.200 | 0.996 | 0.474
final | 0.183 | 0.909 | 0.452
Power figures rest on the tool's default switching activity, not on a simulated workload.
