==> design/flow/design.v <==
module FIFOMem #(
    parameter DATASIZE = 8,
    parameter ADDRSIZE = 4
) (
    input   [DATASIZE-1: 0] wdata,
    output  [DATASIZE-1: 0] rdata,
    input   [ADDRSIZE-1: 0] waddr, raddr,
    input win,
    input wclk,
    input wfull
);
    localparam DEPTH = 1<<ADDRSIZE;
    reg [DATASIZE-1:0] mem [0:DEPTH-1];
    assign rdata = mem[raddr];
    always @(posedge wclk) begin
        if (win && !wfull) begin
            mem[waddr] <= wdata;
        end
    end
endmodule
==> design/flow/run.sh <==
#!/bin/bash
# OpenROAD 26Q1-2900-gdf79404cd8, Yosys 0.63+post, stock flow scripts
make -C /OpenROAD-flow-scripts/flow DESIGN_CONFIG=/design/flow/config.mk WORK_HOME=/design/flow/orfs finish
==> design/flow/config.mk <==
export PLATFORM = sky130hd
export DESIGN_NAME = FIFOMem
export DESIGN_NICKNAME = FIFOMem
export VERILOG_FILES = /design/flow/design.v
export SDC_FILE = /design/flow/constraint.sdc
export NUM_CORES = 4
export LEC_CHECK = 1
export CORE_UTILIZATION = 30
==> design/flow/constraint.sdc <==
current_design FIFOMem

set clk_period 4.0
set clk_io_pct 0.2

create_clock -name clk0 -period $clk_period [get_ports {wclk}]

set non_clock_inputs [all_inputs -no_clocks]
set_input_delay [expr $clk_period * $clk_io_pct] -clock clk0 $non_clock_inputs
set_output_delay [expr $clk_period * $clk_io_pct] -clock clk0 [all_outputs]
==> results_dict.tcl <==
# flow metrics
set metrics [dict create \
    yosys.cell_types.count 18 \
    fin_crit_ns 3.50 \
    async_reset_ff_frac 0 \
    grt_max_degree 33 \
    cts_max_level 4 \
    crit_family "buffers and inverters" \
    dpl.hpwl_mm 6.36 \
    critPathRequiredTime_ns 3.20 \
    cts_made_buffers 17 \
    fmax_mhz 286 \
    postRouteWirelength_mm 10.3 \
    drive_above_1_share 0.225 \
    yosysCellCount 222 \
    tightest_slew_ns 1.03 \
    initCoreUtil 0.311 \
    cts_root_buffer "clkbuf_16" \
    drc 0 \
    port_buffers 26 \
    grt_use_total 0.138 \
    tritoncts "built" \
    status "complete, no violations" \
    clk_pin_slew_worst_paths_ns 0.06 \
    drv_slew 0 \
    die_width_um 131 \
    post_cts_buffers 0 \
    postCtsResizedCells 0 \
    top_register "mem" \
    ys_seq_frac 0.769 \
    worstSetupStartpointType "input pin" \
    hold_start "waddr[0]" \
    synthCells 222 \
    die_area_um2 17200 \
    power.total_mw 3.15 \
    critical_path.startpoint "raddr[0]" \
    power.density_nw_per_um2 511 \
    overflow 0 \
    syn_avg_cell_area_um2 22.5 \
    slowest_stage "mux4_1" \
    clkSinkCount 128 \
    largest_reg_flops 128 \
    drtPass1Iterations 4 \
    top_regs "mem: 128 flops" \
    cts_hold_buf 0 \
    cp_max_fo 18 \
    edf_count 128 \
    postRouteAntennaNets 0 \
    yosysTopAreaCell "edfxtp_1" \
    drt_iter0_markers 269 \
    end_kind "output port" \
    antenna_found_initial 0 \
    coreArea_um2 16100 \
    cp-endpoint "rdata[2]" \
    slowest_delay_ns 0.57 \
    die_h_um 131 \
    peakVddDrop_mv 0.360 \
    relSlewSlack 0.312 \
    gp_congestion 0.739 \
    yosysWarnings 1 \
    hold_class "input pin to register" \
    finalHoldViolations 0 \
    antenna_cells 0 \
    ys.flops 128 \
    max_cap_viol_count 0 \
    syn-cell-area_um2 5000 \
    top_cell "edfxtp_1" \
    viasPerCell 4.78 \
    fin_ws_ns 0.504 \
    grt_pass1_wl_mm 15.4 \
    via_count 2394 \
    fin_tns_setup_ns 0 \
    first_global_vias 2591 \
    num_rows 46 \
    topCellsByArea "edfxtp_1 77%, mux4_2 8.1%, mux4_1 7.4%" \
    setup_viol 0 \
    ys_area_um2 5000 \
    power.leakage_nw 1.99 \
    fin_crit_sh 0.874 \
    common_cells "128 x edfxtp_1, 18 x mux4_2, 16 x a22oi_1, 14 x mux4_1, 13 x nor2_1" \
    design.portCount 27 \
    dp_slack_ns 0.463 \
    area_delta_synth_final_pct 23.3 \
    critPathBufInv 3 \
    wire_per_inst_um 20.6 \
    worstSetupPathType "input pin to output port" \
    cp.depth 6 \
    crit_path_cell_trace "buf_2, buf_12, mux4_1, a22oi_1, nand2_1, clkdlybuf4s50_1" \
    clk_path_buf_depth 2 \
    top_cell_area_share 0.769 \
    arrival_ns 2.70 \
    synth-main-ff-cell "edfxtp_1" \
    grt_setup_unrepaired "no" \
    warnings 25 \
]
[cells by family after synthesis]
group                  count (synthesis)  share of synthesized area
AOI/OAI and AO/OA                     16                     0.0240
buffers and inverters                 10                     0.0173
DFF                                  128                      0.769
muxes                                 32                      0.155
and+or+nand+nor                       36                     0.0346
[placed cells by master, fill, tap and decap left out]
master	count
edfxtp_1	128
clkdlybuf4s50_1	25
mux4_2	18
clkbuf_16	17
a22oi_1	16
mux4_1	14
nor2_1	13
buf_4	13
nand2_1	10
clkinv_4	5
nor3_1	4
nand2b_1	3
inv_6	3
bufinv_16	2
buf_12	2
nor2b_1	1
and2_1	1
and2b_1	1
nor3b_1	1
nand4b_1	1
nand4bb_1	1
clkinv_1	1
inv_8	1
clkinv_2	1
clkinvlp_4	1
clkbuf_1	1
buf_2	1
[through the flow]
| step | util | cells | area [um^2] | hold WS [ns] |
|---|---|---|---|---|
| after detailed placement | 0.347 | 469 | 5570 | 1.75 |
| after CTS | 0.384 | 501 | 6160 | 1.32 |
| after global routing | 0.384 | 501 | 6160 | 1.36 |
| after floorplan | - | 222 | 5000 | 0.899 |
| after global placement | 0.347 | 469 | 5570 | 1.72 |
| final | 0.384 | 501 | 6160 | 1.33 |
[power by group]
group | leakage, nW | internal (mW) | switching (mW)
Combinational | 0.557 | 0.0763 | 0.0753
Sequential | 1.15 | 1.49 | 0.00301
Clock | 0.285 | 0.927 | 0.571
Total | 1.99 | 2.50 | 0.650
[cell type report]
class / count / area (um^2)
clock inverter: 14 / 158
tap: 216 / 270
timing repair buffer: 41 / 393
fill: 1414 / 9900
clock buffer: 18 / 429
multi-input combinational: 84 / 1070
sequential: 128 / 3840
[how the worst min path moves through the flow]
stage / endpoint / slack, ns / cells past startpoint
after global routing: mem[0][2] / 1.36 / 2
final: mem[0][2] / 1.33 / 2
after CTS: mem[0][2] / 1.32 / 2
[metal layers]
| layer | up-vias | wire length (um) | track usage | share of wire |
|---|---|---|---|---|
| met5 | - | 0 | 0 | 0 |
| met4 | 0 | 130 | 0.0196 | 0.013 |
| met3 | 14 | 1200 | 0.0814 | 0.12 |
| met2 | 138 | 4880 | 0.203 | 0.47 |
| met1 | 1187 | 4100 | 0.194 | 0.40 |
| li1 | 1055 | - | - | - |
Power is estimated from default activity; no workload was simulated.
